--- design/flow/run.sh ---
#!/bin/bash
# OpenROAD 26Q1-2900-gdf79404cd8, Yosys 0.63+post, stock flow scripts
make -C /OpenROAD-flow-scripts/flow DESIGN_CONFIG=/design/flow/config.mk WORK_HOME=/design/flow/orfs finish
--- design/flow/config.mk ---
export PLATFORM = sky130hd
export DESIGN_NAME = ALU
export DESIGN_NICKNAME = ALU
export VERILOG_FILES = /design/flow/design.v
export SDC_FILE = /design/flow/constraint.sdc
export NUM_CORES = 4
export LEC_CHECK = 1
export CORE_UTILIZATION = 30
--- design/flow/constraint.sdc ---
current_design ALU

set clk_period 21.3
set clk_io_pct 0.2

create_clock -name clk0 -period $clk_period

set non_clock_inputs [all_inputs -no_clocks]
set_input_delay [expr $clk_period * $clk_io_pct] -clock clk0 $non_clock_inputs
set_output_delay [expr $clk_period * $clk_io_pct] -clock clk0 [all_outputs]
--- design/flow/design.v ---
module ALU (Rs1, Rs2, Opcode, Out, Carry);
  input [7:0] Rs1, Rs2;
  input [3:0] Opcode;
  output reg [7:0] Out;
  output reg Carry;
  always @(*) begin
    Carry = 0;
    case(Opcode)
      4'b0000 : begin  
        Out = Rs1 + Rs2;
        Carry = (Rs1 + Rs2) > 8'hFF;
      end
      4'b0001 : begin  
        Out = Rs1 - Rs2;
        Carry = Rs1 < Rs2;
      end
      4'b0010 : Out = Rs1 & Rs2;  
      4'b0011 : Out = Rs1 | Rs2;  
      4'b0100 : Out = Rs1 ^ Rs2;  
      4'b0101 : Out = Rs1 << Rs2;  
      4'b0110 : Out = Rs1 >> Rs2;  
      4'b0111 : Out = ~Rs1;  
      4'b1000 : Out = Rs1 * Rs2;  
      4'b1001 : Out = Rs1 / Rs2;  
      default : Out = 8'h00;  
    endcase
  end
endmodule
==> GITHUB_STEP_SUMMARY <==
## Implementation flow summary

| Metric | Value |
|---|---|
| Cells after synthesis | 586 |
| Worst slack, placed | 1.44 ns |
| Iter 0 DRT Violations | 341 |
| Post-route cell area | 4700 um2 |
| Worst hold slack | 9.75 ns |
| Tally of OpenROAD warnings | 52 |
| Horizontal die dimension | 121 um |
| Port Buffer Count | 29 |
| HP Class | in2out |
| Final routed DRC violation total | 0 |
| Placed Instance Area | ~4700 um2 |
| Cell Rows | 42 |
| Post-CTS Repair Setup Buffers | 0 |
| Utilization of the core after routing | 34.9% |
| Area leader share | a little under a quarter |
| Post-DR wirelength/cell | 19.0 um |
| Fin Setup TNS | 0 ns |
| Remaining max-slew budget at the tightest pin | 54.9% |
| Sequential area share after synthesis | 0% |
| Per-cell via count in the routed design | 5.76 |
| Setup violation total in the final timing report | 0 |
| Pin count of the biggest net entering global routing | 27 |
| Cell Type Count | 69 |
| Crit-path max cell delay | between 0.6 and 0.7 ns |
| Area added between synthesis and finish | 11.5% |
| Final worst setup slack | approximately 1.2 ns |
| Leakage | 0.00207 uW |
| Top post-synthesis cells by count | 79 x sky130_fd_sc_hd__ha_1, 64 x sky130_fd_sc_hd__nor2_1, 53 x sky130_fd_sc_hd__inv_1 |
| Sequential cell count | 0 |
| Max-cap violations | 0 |
| Starting utilization of the core area | 31.3% |
| First-pass GRT wire length | 23.3 mm |
| Avg Synthesized Cell Area | 7.19 um2 |
| Total Die Area | 14,500 um2 |
| Arr. time, crit path | 15.79 ns |
| Max rail drop VDD | between 0.02 and 0.025 mV |
| Cell count in the Yosys report | 586 |
| Power density relative to cell area | 33.5 nW/um2 |
| Overall routing resource usage | approximately a fifth |
| Core Region | 13,500 um2 |
| Critical Path Start | Rs2[0] |
| Cell types with the largest area share after synthesis | sky130_fd_sc_hd__ha_1 23%, sky130_fd_sc_hd__fa_1 6.7%, sky130_fd_sc_hd__nor2_1 5.7% |
| Total of clock buffers placed in the layout | 0 |
| Slew at the pin with the worst max-slew slack | 0.676 ns |
| Final critical-path share of the clock period | 94.1% |
| Most common cell in the synthesized netlist | sky130_fd_sc_hd__ha_1 |
| Antenna diodes | 0 |
| Hold-fix buffer count after cts | 0 |
| Critical path type | in2out |
| DRT Pass-1 Iters | 4 |
| Worst setup SP type | input port |
| Share of post-route cells with drive strength above 1 | under 10% |
| Setup repair after global routing missed its margin | false |
| Via count of the first global-routing pass | 4,259 |
| Final Hold Violating Endpoints | 0 |
| Fmax | 49.9 MHz |
| Combined area of all synthesized cells | 4210 um2 |
| Y dimension of the die | 121 um |
| Post-cts gate resize count | 0 |
| Yosys chip area | 4210 um2 |
| Source of the worst hold timing path | Opcode[0] |
| Overall routed net length | 14.7 mm |
| Top fanout value on the critical path | 25 |
| Tally of nets with antenna violations remaining after routing | 0 |
| Most prevalent standard cell on the critical path | sky130_fd_sc_hd__ha_1 |
| Critical path required time | 17.04 ns |
| Largest area contributor in the synthesized netlist | sky130_fd_sc_hd__ha_1 |
| Vias post-DR | 4,456 |
| Boundary pin count | 29 |
| Nature of the critical path endpoint | output port |
| Layout fillers | 1,449 |
| Status | complete, no violations |
| Area taken by multi-input logic gates | 3910 um2 |
| Min cycle time layout | about 20 ns |
| Yosys synthesis warning count | 1 |
| Number of slew-limit violations in the final report | 0 |
| Detail Placement HPWL | 11.5 mm |
| Antenna violations before repair | 0 |
| Sequential cell area | 0 um2 |
| Remaining Overflow, GRT | 0 |
| Crit-path slowest cell | sky130_fd_sc_hd__a32oi_1 |
| GPL Wtd Cong | 0.989 |
==> worst max-delay path, delay by kind of cell <==
| kind | cells | cell delay [ns] |
|---|---|---|
| compound gates | 24 | 5.44 |
| simple gates | 7 | 0.95 |
| mux | 2 | 0.73 |
| buf+inv | 7 | 1.76 |
| fa+ha+maj | 8 | 2.63 |
==> stage by stage <==
step / cells / power [uW]
floorplan: 586 / 113
global placement: 774 / 155
detailed placement: 774 / 156
CTS: 774 / 156
global route: 774 / 176
finish: 774 / 157
==> where the power goes <==
group	internal, uW	total [uW]	switching, uW
logic	69.3	157	88.2
registers	0	0	0
clock network	0	0	0
total	69.3	157	88.2
==> final cells by class <==
class / count / area share [%]
multi-input cells: 505 / 83.1
repair buffers: 40 / 7.93
well taps: 176 / 4.69
inverters: 53 / 4.23
==> routing by layer <==
layer,global-route usage [%],wire length [um]
met5,0,0
met4,3.09,223
met3,2.89,1080
met2,32.7,6300
met1,31.7,7080
==> cell families (layout without fill, tap and decap cells) <==
family / after synthesis / count (layout) / synth area share (%)
multiplexers: 20 / 20 / 5.67
buffers and inverters: 81 / 93 / 7.42
AND-OR/OR-AND: 177 / 177 / 29.0
adder cells (fa/ha/maj): 93 / 93 / 30.1
AND/OR/NAND/NOR: 184 / 184 / 20.7
XOR/XNOR: 31 / 31 / 7.10
==> path summary, 6_finish.rpt <==
kind,to,slack (ns),cells after the start
worst max-delay path,Out[0],1.25,48
worst min-delay path,Out[7],9.75,5
==> cells in the final DEF, fill, tap and decap left out, drive strengths merged, types with 9 or more instances in the layout <==
cell and count:
nor2 64, xor2 9, a21oi 42, nand2 41, nor3 20, mux2i 10
fa 14, inv 53, nor2b 11, clkdlybuf4s50 29, ha 79, xnor2 20
buf 11, o21ai 26, nand3 12, a211oi 13, o21a 10
Power figures rest on the tool's default switching activity, not on a simulated workload.
